$ cat ./run.sh
#!/bin/bash
# OpenROAD 26Q1-2900-gdf79404cd8, Yosys 0.63+post, stock flow scripts
make -C /OpenROAD-flow-scripts/flow DESIGN_CONFIG=/design/flow/config.mk WORK_HOME=/design/flow/orfs finish
$ cat ./config.mk
export PLATFORM = sky130hd
export DESIGN_NAME = traffic_light
export DESIGN_NICKNAME = traffic_light
export VERILOG_FILES = /design/flow/design.v
export SDC_FILE = /design/flow/constraint.sdc
export NUM_CORES = 4
export LEC_CHECK = 1
export CORE_AREA = 10 10 77 77
export DIE_AREA = 0 0 87 87
$ cat ./constraint.sdc
current_design traffic_light

set clk_period 3.7
set clk_io_pct 0.2

create_clock -name clk0 -period $clk_period [get_ports {clk}]

set non_clock_inputs [all_inputs -no_clocks]
set_input_delay [expr $clk_period * $clk_io_pct] -clock clk0 $non_clock_inputs
set_output_delay [expr $clk_period * $clk_io_pct] -clock clk0 [all_outputs]
$ cat ./design.v
module traffic_light (
    input  clk,
    input  rst,
    input  pass,
    output R,
    output G,
    output Y
);
    reg [10:0] counter;
    reg [2:0] state,next;
    reg [10:0] cycle[0:6];
    reg [2:0] light[0:6];
    initial begin
        counter<=11'd0;
        next<=3'd0;
        state<=3'd0;
        cycle[0]<=11'd1024;
        cycle[1]<=11'd128;
        cycle[2]<=11'd128;
        cycle[3]<=11'd128;
        cycle[4]<=11'd128;
        cycle[5]<=11'd512;
        cycle[6]<=11'd1024;
        light[0]<=3'b010;
        light[1]<=3'b000;
        light[2]<=3'b010;
        light[3]<=3'b000;
        light[4]<=3'b010;
        light[5]<=3'b001;
        light[6]<=3'b100;
    end
    always@(posedge clk or posedge rst)begin
        if(rst)begin
            counter<=11'd0;
            next<=3'd0;
        end
        else begin
            if (pass && state!=3'd0)begin
                counter<=11'd0;
                next<=3'd0;
            end
            else begin
                counter=counter+11'd1;
                if(counter==cycle[state])begin
                    counter<=11'd0;
                    if(next < 3'd6)begin
                        next<=state+3'd1;
                    end
                    else begin
                        next<=3'd0;
                    end
                end
            end
        end
    end
    always@(*)begin
        state<=next;
    end
    assign {R,G,Y}=light[state];
endmodule
==> results.cfg <==
; yosys + openroad results
[layout]
layout.cells.most_common_list = dfrtp_1 (14), o21ai_0 (8), nand2_1 (8), a21oi_1 (8), nor3_2 (8)
final_cell_count_no_fill = 175
area_delta_synth_final_pct = 13.6
num-fill-cells = 432
drive_gt1_share_pct = 18.7
stdcell_area_sq_um = 1240
post-route-util_pct = 28.4
lay_top_count = dfrtp_1

[floorplan]
fp-utilization_pct = 25.0
row_count = 24
ios = 6
coreArea_sq_um = 4350
dieHeight_microns = 87
die_x_microns = 87
dieArea_sq_um = 7570

[grt]
antenna_found_initial = 0
grt_max_degree = 15
grt_pass1_wl_microns = 3950
grt_pass1_vias = 893
grt_overflow = 0
grtUsageTotal_pct = 6.15

[placed_design]
dp.cells = 171
placed_cell_area_sq_um = 1180
dp_hpwl_microns = 1620
io_buffer_count = 5
pre_cts_ws_ns = 1.27
gp_congestion = 0.838

[power_and_ir_drop]
power.leakage_nw = 0.516
p_total_uw = 720
cellPowerDensity_nw_per_um2 = 582
ir_worst_vdd_mv = 0.132

[clocking]
clk_path_buf_depth = 2
numCtsBuffers = 3
cts_resized = 0
cts_tree = built
cts_hold_buf = 0
cts_setup_buffers = 0
worstSkewPairLatency_ns = 0.24
cts-root-buf = clkbuf_8
clock-sinks = 14
htreeDepth = 1
clkTransAtPathRegs_ns = 0.06

[setup_path]
worstSetupPathType = reg2reg
cp-end-kind = flop
path_max_fanout = 10
cp-start-kind = flop
arrival_ns = 2.54
critPathRequiredTime_ns = 3.80

[sta]
whs_ns = 0.504
fmax_mhz = 411
timing.final.max_slew_violations = 0
fin_setup_tns_ns = 0
setup_violations = 0
setup_ws_ns = 1.27
period_minus_slack_ns = 2.43
hold_viol_final = 0
rsz0062_at_grt = false
relSlewSlack_pct = 60.2
fin_skew_ns = 0.00323
fin_crit_sh_pct = 65.7
tightest_slew_ns = 0.598

[yosys]
netlist_instances = 119
ys_types = 40
ys_async_sr_fraction_pct = 100
ys_area_sq_um = 1090
ys.flop_type = dfrtp_1
ys_warn_count = 1
netlist_area_sq_um = 1090
ys.flops = 14
syn_area_per_cell_sq_um = 9.15
yosys-stat-cells = 119
ys_seq_share_pct = 32.2
edf_count = 0

[run]
tool_warnings = 28
maxCapViolations = 0

[route]
wire_per_inst_microns = 12.9
drt-vias-per-instance = 5.18
drt_iter0_drc = 84
drt_pre_antenna_iters = 4
postRouteAntennaNets = 0
wirelength_microns = 2250
antennaDiodeCount = 0
remaining_drc_errors = 0
vias = 906

[min_path]
hp-class = reg2reg

[status]
status = completed
kinds of logic (layout without fill, tap and decap cells):
kind of cell / count (synthesis) / in the layout / synth area share (%)
buffers and inverters: 12 / 16 / 4.83
muxes: 3 / 3 / 2.76
and+or+nand+nor: 51 / 51 / 32.2
AOI/OAI and AO/OA: 28 / 28 / 17.5
xor gates and xnor gates: 6 / 6 / 4.83
adders and majority gates: 5 / 5 / 5.75
DFF: 14 / 14 / 32.2
layout make-up:
cell class                      instances  area (sq um)  share of cell area, %
Tap cell                               52          65.1                   5.26
Timing Repair Buffer                    6          57.6                   4.66
Inverter                                6          22.5                   1.82
Multi-Input combinational cell         93           686                   55.5
Sequential cell                        14           350                   28.3
Clock buffer                            4          55.1                   4.45
critical path, stage by stage (launching register included):
cell	delay [ns]
dfrtp_1	0.40
ha_1	0.26
nand4_2	0.19
o31a_1	0.34
o21ai_0	0.27
and2_4	0.20
and3_1	0.54
nor3_2	0.10
worst paths after layout:
check	start	to	slack [ns]	depth (start not counted)
max reg2reg	counter[0]$_DFF_PP0_	counter[5]$_DFF_PP0_	1.27	7
min in group asynchronous	rst	counter[9]$_DFF_PP0_	0.85	2
min reg2reg	counter[0]$_DFF_PP0_	counter[0]$_DFF_PP0_	0.50	1
max	counter[0]$_DFF_PP0_	counter[5]$_DFF_PP0_	1.27	7
min	counter[0]$_DFF_PP0_	counter[0]$_DFF_PP0_	0.50	1
max in group asynchronous	rst	counter[8]$_DFF_PP0_	2.48	2
state kept, by name, indices dropped and copies added, names as in the netlist:
register,count
next,3
counter,11
where the power goes:
| group | internal [mW] | switching [mW] | leakage (nW) | total, mW |
|---|---|---|---|---|
| combinational | 0.149 | 0.158 | 0.302 | 0.307 |
| clock | 0.0942 | 0.0537 | 0.0288 | 0.148 |
| sequential | 0.199 | 0.0659 | 0.185 | 0.265 |
synthesized netlist by cell type, types with 3 or more instances:
cell      instances  area, sq um
dfrtp_1          14          350
a21oi_1           8         40.0
nand2_1           8         30.0
nor3_2            8         80.1
o21ai_0           8         40.0
inv_1             6         22.5
and3_1            5         31.3
clkbuf_1          5         18.8
ha_1              5         62.6
nand4_1           4         25.0
nor2_1            4         15.0
xnor2_1           4         35.0
mux2i_1           3         30.0
nand3_1           3         15.0
layer usage:
metal	wire, microns	GRT usage, %	vias to the layer above
met2	1030	10.5	18
met1	1110	7.84	439
met3	66	1.04	2
met5	0	0	-
met4	50	1.47	0
li1	-	-	447
Power and IR drop assume default switching activity.
